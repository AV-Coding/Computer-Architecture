==> design.v <==
`timescale 1ns / 1ps
module Register32Bit(Clk, In, Out);
input Clk; 
input [31:0]In;
reg [31:0] temp;
output reg [31:0] Out;
always @(posedge Clk)
        begin
            temp = In;
        end
always @(negedge Clk)
        begin
            Out = temp;
        end
endmodule
==> run.sh <==
#!/bin/bash
# OpenROAD 26Q1-2900-gdf79404cd8, Yosys 0.63+post, stock flow scripts
make -C /OpenROAD-flow-scripts/flow DESIGN_CONFIG=/design/flow/config.mk WORK_HOME=/design/flow/orfs finish
==> config.mk <==
export PLATFORM = sky130hd
export DESIGN_NAME = Register32Bit
export DESIGN_NICKNAME = Register32Bit
export VERILOG_FILES = /design/flow/design.v
export SDC_FILE = /design/flow/constraint.sdc
export NUM_CORES = 4
export LEC_CHECK = 1
export CORE_AREA = 10 10 113 113
export DIE_AREA = 0 0 123 123
==> constraint.sdc <==
current_design Register32Bit

set clk_period 1.0
set clk_io_pct 0.2

create_clock -name clk0 -period $clk_period [get_ports {Clk}]

set non_clock_inputs [all_inputs -no_clocks]
set_input_delay [expr $clk_period * $clk_io_pct] -clock clk0 $non_clock_inputs
set_output_delay [expr $clk_period * $clk_io_pct] -clock clk0 [all_outputs]
==> impl_metrics.env <==
# flow metrics
export IMPL_drv_cap=0
export IMPL_ff_type="dfxtp_1"
export IMPL_synth_cell_types=2
export IMPL_grtUsageMet1=0.0462
export IMPL_vias=815
export IMPL_via_per_inst=2.61
export IMPL_grt_max_degree=12
export IMPL_antenna_cells=0
export IMPL_ys_flops=64
export IMPL_syn_avg_cell_area_um2=19.8
export IMPL_crit_path_end_kind="primary output"
export IMPL_top_cell="dfxtp_1"
export IMPL_crit_required_ns=0.80
export IMPL_dr_pass1_iters=2
export IMPL_place_congestion=0.689
export IMPL_start_kind="register"
export IMPL_path_cells="buf_2"
export IMPL_synthToLayoutAreaGrowth_pct=77.7
export IMPL_violations="setup timing"
export IMPL_grt_usage=0.0410
export IMPL_dp_cells=265
export IMPL_hold_viol_final=0
export IMPL_cts_htree_levels=3
export IMPL_drive_gt1_frac=0.295
export IMPL_cts_root_buffer="clkbuf_8"
export IMPL_hp_class="in -> reg"
export IMPL_wl_per_cell_um=9.88
export IMPL_top_cells_by_count="dfxtp_1 (64), inv_1 (1)"
export IMPL_crit_type="reg -> out"
export IMPL_drc=0
export IMPL_synth_seq_share=0.997
export IMPL_post_cts_buffers=0
export IMPL_critPathMaxFanout=1
export IMPL_power_density_mw_per_mm2=2550
export IMPL_die_width_um=123
export IMPL_max_stage_delay_ns=0.30
export IMPL_topCellsByArea="dfxtp_1 (100%), inv_1 (0.29%)"
export IMPL_cts_tree="yes"
export IMPL_ant_nets=0
export IMPL_grt_first_pass_wirelength_um=4770
export IMPL_clk_latency_ns=0.38
export IMPL_synth_top_cell_area_share=0.997
export IMPL_synthesis_area_mm2=0.00128
export IMPL_io_buffers=64
export IMPL_fin_area_mm2=0.00228
export IMPL_finish_utilization=0.221
export IMPL_setup_violations=32
export IMPL_ys_async_sr_fraction=0
export IMPL_io_pins=65
export IMPL_fp_util=0.124
export IMPL_skew_ns=0.0448
export IMPL_grt_overflow=0
export IMPL_die_h_um=123
export IMPL_rows=37
export IMPL_drt_initial_drc_count=36
export IMPL_setup_ws_ns=-0.478
export IMPL_warning_count=59
export IMPL_busiest_layer="met2"
export IMPL_cp_num_buf_inv=1
export IMPL_drv_slew=0
export IMPL_globalRouteMet3Util=0.0365
export IMPL_drt_total_wl_um=3080
export IMPL_placed_area_mm2=0.00210
export IMPL_leakagePower_uw=0.00107
export IMPL_grt_antenna_before_repair=0
export IMPL_mi_logic_area_um2=0
export IMPL_tightest_slew_ns=0.105
export IMPL_status="finished, violations left"
export IMPL_chipArea_mm2=0.0151
export IMPL_layout_cells_non_filler=312
export IMPL_crit_path_top_delay_cell="dfxtp_2"
export IMPL_fin_tns_setup_ns=-14.67
export IMPL_num_multi_input_gates=0
export IMPL_slew_headroom=0.930
export IMPL_grt_pass1_vias=863
export IMPL_met2_usage=0.0572
export IMPL_yosysWarnings=1
export IMPL_coreArea_mm2=0.0103
export IMPL_cts_sinks=64
export IMPL_crit_arrival_ns=1.28
export IMPL_ys_chip_area_mm2=0.00128
export IMPL_clk_pin_slew_ns=0.07
export IMPL_edf_count=0
export IMPL_pre_cts_ws_ns=-0.474
export IMPL_rsz0062_at_grt="true"
export IMPL_vdd_drop_max_mv=0.685
export IMPL_yosys_area_top_type="dfxtp_1"
export IMPL_path_delay_family="flip-flops"
export IMPL_synth_cells=65
export IMPL_ys_cells=65
export IMPL_cts_max_path_buffers=2
export IMPL_cts_buffers_inserted=9
-- layout make-up --
cell class | count | area (um2)
well taps | 136 | 170
clock inverters | 38 | 209
flip-flops and latches | 64 | 1290
fillers | 1085 | 8040
repair buffers | 64 | 480
clock buffers | 10 | 138
-- worst paths after layout --
| path | to | start | slack (ns) | cells after the start |
|---|---|---|---|---|
| worst max-delay path | Out[28] | Out[28] | -0.48 | 1 |
| worst min-delay path | temp[13] | In[13] | 0.30 | 1 |
| worst max register to register | Out[29] | temp[29] | 0.10 | 0 |
| worst min register to register | Out[30] | temp[30] | 0.79 | 0 |
-- layer usage --
| metal | routed length [um] | part of all wire |
|---|---|---|
| met3 | 538 | 0.17 |
| met1 | 1180 | 0.38 |
| met2 | 1300 | 0.42 |
| met5 | 0 | 0 |
| met4 | 63 | 0.020 |
-- flip-flops by register name, indices dropped and copies added (netlist names) --
name	flops
Out	32
temp	32
-- power breakdown --
| part | internal (uW) | switching [uW] | leakage (uW) | total, uW |
|---|---|---|---|---|
| clock network | 1640 | 1280 | 0.000283 | 2920 |
| logic | 149 | 27.6 | 0.000251 | 177 |
| registers | 2700 | 28.1 | 0.000540 | 2730 |
-- cells by family (layout without fill, tap and decap cells) --
kind of cell,Yosys count,after routing,synth area share
flops,64,64,0.997
buf+inv,1,112,0.00292
-- metrics by stage --
stage,hold slack [ns],total power (uW)
after global routing,0.273,6240
after detailed placement,0.652,3230
after CTS,0.270,5970
after global placement,0.652,3220
after floorplan,0.228,2950
final,0.301,5830
-- cell usage in the layout, fill, tap and decap left out --
master           count
buf_2               32
dfxtp_2              4
inv_1               32
clkinv_4             2
clkbuf_8            10
clkdlybuf4s50_1     32
inv_4                1
bufinv_16            2
dfxtp_1             60
clkinvlp_2           1
-- repair_timing --
| action | in CTS | in global routing |
|---|---|---|
| endpoints found under the hold margin | 0 | 0 |
| gates cloned | 0 | 0 |
| pin swaps | 0 | 0 |
| gates resized | 97 | 3 |
| setup endpoints to repair | 32 | 32 |
| hold buffers | 0 | 0 |
Power and IR drop assume default switching activity.
